File: design/flow/design.v
`timescale 1ns/1ps
module top (clock, start, BestDist, motionX, motionY, AddressR, AddressS1, AddressS2, R, S1, S2, completed);
	input clock;
	input start;
	output [7:0] BestDist;
	output [3:0] motionX, motionY;
	output completed;
	wire clock;
	wire start;
	wire [7:0] BestDist;
	wire [3:0] motionX, motionY;
	input [7:0] R, S1, S2;
	output [7:0] AddressR;
	output [9:0] AddressS1, AddressS2;
	wire [15:0] S1S2mux, newDist, PEready;
	wire CompStart;
	wire [3:0] VectorX, VectorY;
	wire [127:0] Accumulate;
	wire [7:0] Rpipe;
	control ctl_u(clock, start, S1S2mux, newDist, CompStart, PEready, VectorX, VectorY, AddressR, AddressS1, AddressS2, completed);
	PEtotal pe_u(clock, R, S1, S2, S1S2mux, newDist, Accumulate);
	Comparator comp_u(clock, CompStart, Accumulate, PEready, VectorX, VectorY, BestDist, motionX, motionY);
endmodule
module PE (clock, R, S1, S2, S1S2mux, newDist, Accumulate, Rpipe);
	input clock;
	input [7:0] R, S1, S2;  
	input S1S2mux, newDist;  
	output [7:0] Accumulate, Rpipe;
	reg [7:0] Accumulate, AccumulateIn, difference, difference_temp, Rpipe;
	reg Carry;
	always @(posedge clock) Rpipe <= R;
	always @(posedge clock) Accumulate <= AccumulateIn;
	always @(R or S1 or S2 or S1S2mux or newDist or Accumulate)
	    begin 
		difference = R -(S1S2mux? S1:S2);
		difference_temp = - difference;
		if (difference<0) 
		 begin
			 difference = difference_temp;  
		 end
		{Carry,AccumulateIn} = Accumulate + difference;
		if (Carry == 1) AccumulateIn = 8'hFF;  
		if (newDist == 1) AccumulateIn = difference;
	    end
endmodule
module PEend (clock, R, S1, S2, S1S2mux, newDist, Accumulate);
	input clock;
	input [7:0] R, S1, S2;  
	input S1S2mux, newDist;  
	output [7:0] Accumulate;
	reg [7:0] Accumulate, AccumulateIn, difference, difference_temp;
	reg Carry;
	always @(posedge clock) Accumulate <= AccumulateIn;
	always @(R or S1 or S2 or S1S2mux or newDist or Accumulate)
	    begin 
		difference = R -(S1S2mux? S1:S2);
		difference_temp = - difference;
		if (difference<0) 
		 begin
			 difference = difference_temp;  
		 end
		{Carry,AccumulateIn} = Accumulate + difference;
		if (Carry == 1) AccumulateIn = 8'hFF;  
		if (newDist == 1) AccumulateIn = difference;
	    end
endmodule
module control (clock, start, S1S2mux, newDist, CompStart, PEready, VectorX, VectorY, AddressR, AddressS1, AddressS2, completed);
	input clock;
	input start;  
	output [15:0] S1S2mux, newDist, PEready;
	output CompStart;
	output [3:0] VectorX, VectorY;
	output [7:0] AddressR;
	output [9:0] AddressS1, AddressS2;
	output reg completed;
	parameter count_complete = 16*(16*16) + 15;  
	reg [15:0] S1S2mux, newDist, PEready;
	reg CompStart;
	reg [3:0] VectorX, VectorY;
	reg [7:0] AddressR;
	reg [9:0] AddressS1, AddressS2;
	reg  [12:0] count, count_temp;
	integer i;
	reg [11:0]  temp;
	always @ (posedge clock)
	  begin
		  if (start == 0) count <= 12'b0;
		  else if (completed == 0) count <= count_temp;
	  end
	always @ (count)
	    begin
	      count_temp = count + 1'b1;
	      for (i=0; i<16; i= i+1)
		begin
		   newDist[i] = (count[7:0] == i);	
		   PEready[i] = (newDist[i] && !(count < 256));	
		   S1S2mux[i] = (count[3:0] >= i);
		   CompStart  = (!(count < 256));
		end
		AddressR = count[7:0];
		AddressS1 = (count[11:8] + count[7:4])*32 + count[3:0];
		temp = count[11:0]-16;
		AddressS2 = (temp[11:8] + temp[7:4])*32 + temp[3:0] + 16;
		VectorX = count[3:0] - 8; 
		VectorY = count[11:8] - 9;
		completed = (count[12:0] == count_complete);  
	    end
endmodule
module Comparator (clock, CompStart, PEout, PEready, vectorX, vectorY, BestDist, motionX, motionY);
	input clock;
	input CompStart;  
	input [8*16-1:0] PEout;  
	input [15:0] PEready;  
	input [3:0] vectorX, vectorY;  
	output [7:0] BestDist;  
	output [3:0] motionX, motionY;  
	reg [7:0] BestDist, newDist;
	reg [3:0] motionX, motionY;
	reg newBest;
	integer n;
	always @ (posedge clock)
	  if (CompStart == 0) BestDist <= 8'hFF;  
	  else if (newBest == 1)
	    begin
	      BestDist <= newDist;
	      motionX <= vectorX;
	      motionY <= vectorY;
	    end
	always @ (BestDist or PEout or PEready or CompStart)
	  begin
	    newDist = 8'hFF;
	    for (n = 0; n <= 15; n = n+1)
		begin
		      if (PEready[n] == 1) 
			case (n) 
			  4'b0000: newDist = PEout[7:0];
			  4'b0001: newDist = PEout[15:8]; 
			  4'b0010: newDist = PEout[23:16]; 
			  4'b0011: newDist = PEout[31:24];
			  4'b0100: newDist = PEout[39:32]; 
			  4'b0101: newDist = PEout[47:40]; 
			  4'b0110: newDist = PEout[55:48]; 
			  4'b0111: newDist = PEout[63:56]; 
			  4'b1000: newDist = PEout[71:64]; 
			  4'b1001: newDist = PEout[79:72]; 
			  4'b1010: newDist = PEout[87:80]; 
			  4'b1011: newDist = PEout[95:88]; 
			  4'b1100: newDist = PEout[103:96]; 
			  4'b1101: newDist = PEout[111:104]; 
			  4'b1110: newDist = PEout[119:112]; 
			  4'b1111: newDist = PEout[127:120];
			  default: newDist = 8'hFF;  
			endcase
	     end
	    if ((|PEready == 0) || (CompStart == 0)) newBest = 0;  
	    else if (newDist < BestDist) newBest = 1;
	    else newBest = 0;
	  end
endmodule
module PEtotal (clock, R, S1, S2, S1S2mux, newDist, Accumulate);
	input clock;
	input [7:0] R, S1, S2;  
	input [15:0] S1S2mux, newDist;  
	output [127:0] Accumulate;
	wire [7:0] Rpipe0, Rpipe1, Rpipe2, Rpipe3, Rpipe4, Rpipe5, Rpipe6, Rpipe7, Rpipe8, Rpipe9, Rpipe10, Rpipe11, Rpipe12, Rpipe13, Rpipe14;
	PE pe0 (clock, R, S1, S2, S1S2mux[0], newDist[0], Accumulate[7:0], Rpipe0);
	PE pe1 (clock, Rpipe0, S1, S2, S1S2mux[1], newDist[1], Accumulate[15:8], Rpipe1);
	PE pe2 (clock, Rpipe1, S1, S2, S1S2mux[2], newDist[2], Accumulate[23:16], Rpipe2);
	PE pe3 (clock, Rpipe2, S1, S2, S1S2mux[3], newDist[3], Accumulate[31:24], Rpipe3);
	PE pe4 (clock, Rpipe3, S1, S2, S1S2mux[4], newDist[4], Accumulate[39:32], Rpipe4);
	PE pe5 (clock, Rpipe4, S1, S2, S1S2mux[5], newDist[5], Accumulate[47:40], Rpipe5);
	PE pe6 (clock, Rpipe5, S1, S2, S1S2mux[6], newDist[6], Accumulate[55:48], Rpipe6);
	PE pe7 (clock, Rpipe6, S1, S2, S1S2mux[7], newDist[7], Accumulate[63:56], Rpipe7);
	PE pe8 (clock, Rpipe7, S1, S2, S1S2mux[8], newDist[8], Accumulate[71:64], Rpipe8);
	PE pe9 (clock, Rpipe8, S1, S2, S1S2mux[9], newDist[9], Accumulate[79:72], Rpipe9);
	PE pe10 (clock, Rpipe9, S1, S2, S1S2mux[10], newDist[10], Accumulate[87:80], Rpipe10);
	PE pe11 (clock, Rpipe10, S1, S2, S1S2mux[11], newDist[11], Accumulate[95:88], Rpipe11);
	PE pe12 (clock, Rpipe11, S1, S2, S1S2mux[12], newDist[12], Accumulate[103:96], Rpipe12);
	PE pe13 (clock, Rpipe12, S1, S2, S1S2mux[13], newDist[13], Accumulate[111:104], Rpipe13);
	PE pe14 (clock, Rpipe13, S1, S2, S1S2mux[14], newDist[14], Accumulate[119:112], Rpipe14);
	PEend pe15 (clock, Rpipe14, S1, S2, S1S2mux[15], newDist[15], Accumulate[127:120]);
endmodule
module ROM_R (clock, AddressR, R);
	input clock;
	input [7:0] AddressR;
	output [7:0] R;
	reg [7:0] R;
	reg [7:0] Rmem[255:0];
	always @(*) R = Rmem[AddressR];
endmodule
module ROM_S (clock, AddressS1, AddressS2, S1, S2);
	input clock;
	input	[9:0]	AddressS1, AddressS2;
	output	[7:0]	S1, S2;
	reg	[7:0]	S1, S2;
	reg	[7:0]	Smem[1023:0];
	always @(*) 
	 begin
		S1 = Smem[AddressS1];
		S2 = Smem[AddressS2];
	 end
endmodule
File: design/flow/run.sh
#!/bin/bash
# OpenROAD 26Q1-2900-gdf79404cd8, Yosys 0.63+post, stock flow scripts
make -C /OpenROAD-flow-scripts/flow DESIGN_CONFIG=/design/flow/config.mk WORK_HOME=/design/flow/orfs finish
File: design/flow/config.mk
export PLATFORM = sky130hd
export DESIGN_NAME = top
export DESIGN_NICKNAME = top
export VERILOG_FILES = /design/flow/design.v
export SDC_FILE = /design/flow/constraint.sdc
export NUM_CORES = 4
export LEC_CHECK = 1
export CORE_UTILIZATION = 40
File: design/flow/constraint.sdc
current_design top

set clk_period 8.0
set clk_io_pct 0.2

create_clock -name clk0 -period $clk_period [get_ports {clock}]

set non_clock_inputs [all_inputs -no_clocks]
set_input_delay [expr $clk_period * $clk_io_pct] -clock clk0 $non_clock_inputs
set_output_delay [expr $clk_period * $clk_io_pct] -clock clk0 [all_outputs]
==> results_slide.txt <==
Implementation Results

STA
  • Final setup viols: 0
  • Slew Viols, Final: 0
  • Min cycle time layout: just over 6 ns
  • Worst-Margin Slew: ~0.94 ns
  • Setup Skew: between 0.015 and 0.02 ns
  • Slew HR: between 30% and 40%
  • Final Hold Fails: 0
  • Max Freq: around 160 MHz
  • RSZ-0062 raised after global routing: false
  • Final worst path period share: 76.39%
  • Final setup TNS: 0 ns

Critical path
  • Bufs and invs on worst path: 0
  • R2R Setup Slk: between 1.5 and 2 ns
  • CP dominant cell by count: ha_1
  • CP startpoint: ctl_u.count[1]
  • Worst R2R Start: ctl_u.count[1]
  • CP endpoint: comp_u.BestDist[1]
  • Max stage delay on crit path: just over 0.9 ns
  • Kind of critical path: reg -> reg
  • Worst reg2reg path depth: 14
  • CP delay by family, top: simple AND/OR/NAND/NOR gates
  • Critical Path RT: around 8.4 ns
  • CP arrival: roughly 6.5 ns
  • CP Max Fanout: 19
  • CP Launch Type: flip-flop
  • CP cell instances: ha_1, or4bb_1, nor2_1, nand2_1, o22ai_1, a211oi_1, o22a_1, ha_1, and4_1, o211ai_1, a21o_1, o31ai_1, nor3_4, mux2_2
  • Critical-path top delay cell: ha_1
  • Instance count on the critical path: 14
  • CP endpoint kind: flip-flop
  • Reg2reg end: comp_u.BestDist[1]

Drt
  • Vias per cell: around 5.6
  • Diodes inserted: 0
  • First DRT Iteration DRCs: 1373
  • Post-route DRC violation count: 0
  • Routed Wire Length: a little over 60 mm
  • Post-route ant nets: 0
  • Via Count: roughly 17000
  • Drt pass-1 iters: 6
  • Wire per inst: 20.43 microns

Die
  • DIE AREA: slightly above 50000 sq um
  • Rows: between 80 and 90
  • Pre-Place Util: 40.53%
  • Core ar.: about 49000 sq um
  • Die y size: roughly 220 microns
  • I/O Pins: approximately 71
  • Die Wd: ~220 microns

Hold path
  • Hold crit path type: reg -> reg

Clock network
  • Hold_buf cts: 0
  • H-Tree Depth: 2
  • CTS tree: yes
  • Root buf cell: clkbuf_16
  • Longest Clk Path Bufs: 3
  • TritonCTS Buffers: 35
  • Register clock-pin slew on the reported worst setup and hold paths: around 0.06 ns
  • Sink Count: 277
  • Setup Buffers After CTS: 0
  • Worst skew pair latency: 0.55 ns
  • Resized cells post-CTS: 0

Yosys
  • #FFs+latches synth: around 280
  • Yosys cell count: ~2200
  • Area leader, netlist: dfxtp_1
  • Number of enable flip-flop cells: 8
  • FFs w/ async S/R, synth: 0%
  • Synth cell types: around 77
  • Synth warnings: 4
  • Yosys stat area: just under 20000 sq um
  • Area share, top type: a little over a quarter
  • Synth Seq Share: 28.36%
  • Mapped Cells: ~2200
  • Main area contributors: dfxtp_1, ha_1, xnor2_1
  • Synth Area per Inst: between 8 and 9 sq um
  • Post-synth top flop: dfxtp_1
  • Cell Area, Synth: between 15000 and 20000 sq um

Place
  • DP Wirelength: around 46 mm
  • Placer Congestion: between 0.9 and 1
  • Placed Area: about 21000 sq um
  • Tally of buffers added on design ports: approximately 68

GRT
  • Vias in the first global route: 16280
  • Global-route wire length before repair: 94.24 mm
  • Initial antenna violation count: 2
  • Grt ovf: 0
  • Pin count of the biggest net entering global routing: 31
  • Gr usage total: approximately a quarter

Power
  • Switching Fraction: 37.43%
  • Worst vdd ir: ~190 uV
  • P_int: 4.355 mW
  • Net Sw Power: around 2.6 mW
  • Clock share of power: 23.8%
  • Pwr per Cell Area: 310.4 nW/um^2
  • Flop pwr share: between 20% and 30%
  • Gate power share: 47.9%
  • Leakage power: between 9 and 10 nW

Final layout
  • Synthesis-to-finish area growth: 13.03%
  • Share of cells above drive strength 1: under 10%
  • Final Cell Area: ~22000 sq um
  • Largest register by flop count: ctl_u.count
  • Max reg flops: 13

Flow run
  • Max cap viols: 0
  • Tool warnings: 30

Status
  • Outcome: complete, no violations
-- stage by stage --
step	power [mW]	utilization [%]	hold slack (ns)	setup WS (ns)	cells
6_report	6.959	45.81	0.3512	1.889	2985
5_1_grt	7.492	45.81	0.3600	1.581	2985
3_5_place_dp	5.264	43.36	0.3399	2.024	2924
4_1_cts	6.972	45.81	0.3516	1.975	2985
2_1_floorplan	4.573	-	0.3308	3.557	2244
3_3_place_gp	5.177	43.36	0.3412	1.956	2924
-- synth_stat cells, types with 4 or more instances --
cell,instances
dfxtp_1,269
ha_1,263
nor2_1,205
a21oi_1,186
xnor2_1,162
inv_1,156
o22a_1,101
nand2_1,89
o21ai_0,81
nor2b_1,71
a21o_1,62
clkbuf_1,60
nor3_1,49
xor2_1,49
mux2i_1,37
fa_1,34
nand3_1,26
mux2_2,23
a211oi_1,22
o21bai_1,22
buf_4,19
a21boi_0,18
o21a_1,18
nand2b_1,17
o21ai_1,14
a2bb2oi_1,13
or3_1,13
and2_1,10
o41a_1,10
buf_2,9
o221ai_1,9
a31oi_1,8
edfxtp_1,8
or2_2,8
a22oi_1,7
a221oi_1,6
nand4_1,6
o211ai_1,6
o41ai_1,6
and3_1,5
buf_1,5
o22ai_1,5
o31ai_1,4
-- power by group through the flow --
| stage | sequential (mW) | combinational [mW] | clock, mW |
|---|---|---|---|
| 6_report | 1.97 | 3.33 | 1.66 |
| 5_1_grt | 2.00 | 3.74 | 1.75 |
| 4_1_cts | 1.97 | 3.31 | 1.70 |
-- worst register-to-register path, delay by kind of cell (launching register included) --
| kind | cells | cell delay (ns) |
|---|---|---|
| adder cells (fa/ha/maj) | 2 | 1.20 |
| multiplexers | 1 | 0.41 |
| AND-OR/OR-AND | 6 | 1.04 |
| flip-flops | 1 | 0.79 |
| AND/OR/NAND/NOR | 5 | 2.55 |
-- cell families after synthesis --
kind of cell	count (synthesis)	synth area share, %
AND-OR/OR-AND	624	21.24
AND/OR/NAND/NOR	524	12.73
adder cells (fa/ha/maj)	297	20.02
flip-flops	277	28.36
buffers and inverters	249	5.128
XOR/XNOR	211	9.316
multiplexers	60	3.173
other	2	0.03786
-- cell usage in the layout (no fill, tap or decap), types with 22 or more instances in the layout --
| cell | count |
|---|---|
| o22a_1 | 101 |
| o21ai_0 | 81 |
| xnor2_1 | 162 |
| nor3_1 | 49 |
| buf_4 | 41 |
| dfxtp_1 | 269 |
| nor2b_1 | 71 |
| mux2_2 | 23 |
| ha_1 | 263 |
| fa_1 | 34 |
| o21bai_1 | 22 |
| mux2i_1 | 37 |
| clkdlybuf4s50_1 | 68 |
| a21o_1 | 62 |
| a211oi_1 | 22 |
| nand3_1 | 26 |
| clkbuf_16 | 37 |
| xor2_1 | 49 |
| nor2_1 | 205 |
| a21oi_1 | 186 |
| nand2_1 | 89 |
| inv_1 | 156 |
-- final cells by class --
type / count / area [sq um]
sequential: 277 / 5625
fill: 4514 / 26530
tap: 664 / 830.8
timing repair buffer: 109 / 988.4
inverter: 156 / 585.6
multi-input combinational: 1718 / 13200
clock inverter: 11 / 132.6
clock buffer: 50 / 1065
-- how the worst min path moves through the flow --
| stage | start | end | slack [ns] | cells after the start |
|---|---|---|---|---|
| CTS | pe_u.pe10.Rpipe[0] | pe_u.pe11.Rpipe[0] | 0.35 | 0 |
| global route | pe_u.pe12.Rpipe[0] | pe_u.pe13.Rpipe[0] | 0.36 | 0 |
| finish | pe_u.pe10.Rpipe[0] | pe_u.pe11.Rpipe[0] | 0.35 | 0 |
-- layer usage --
metal	global-route usage, %	wire, microns	vias up
met5	0	26	-
met4	9.151	2799	4
met3	6.776	5362	171
met2	38.72	26570	634
met1	34.76	26230	7788
li1	-	-	8088
Power is estimated from default activity; no workload was simulated.
